[./config.mk]
export PLATFORM = sky130hd
export DESIGN_NAME = Uart_Rx
export DESIGN_NICKNAME = Uart_Rx
export VERILOG_FILES = /design/flow/design.v
export SDC_FILE = /design/flow/constraint.sdc
export NUM_CORES = 4
export LEC_CHECK = 1
export CORE_AREA = 10 10 110 110
export DIE_AREA = 0 0 120 120
[./run.sh]
#!/bin/bash
# OpenROAD 26Q1-2900-gdf79404cd8, Yosys 0.63+post, stock flow scripts
make -C /OpenROAD-flow-scripts/flow DESIGN_CONFIG=/design/flow/config.mk WORK_HOME=/design/flow/orfs finish
[./constraint.sdc]
current_design Uart_Rx

set clk_period 3.2
set clk_io_pct 0.2

create_clock -name clk0 -period $clk_period [get_ports {clk}]

set non_clock_inputs [all_inputs -no_clocks]
set_input_delay [expr $clk_period * $clk_io_pct] -clock clk0 $non_clock_inputs
set_output_delay [expr $clk_period * $clk_io_pct] -clock clk0 [all_outputs]
[./design.v]
`timescale 1ns / 1ps
module Uart_Rx #(
        parameter DW=8,
        parameter SYS_FREQ=100000000,
        parameter BAUD_FREQ=9600
    )(
        input clk,
        input rst,
        input rx_ser,
        input rx_akn,
        output logic rx_data_ready,
        output logic [DW-1:0]rx_par
    );
	typedef enum logic[1:0] {IDLE,START,DATA,END} t_state;
    localparam CLK_DIVISOR = SYS_FREQ/BAUD_FREQ;
    localparam HALF_DIVISOR = CLK_DIVISOR/2;
    localparam CNT_DW = $clog2(CLK_DIVISOR-1);
    localparam DATA_CNT_DW = $clog2(DW-1);
	t_state state;
    logic [DW-1:0]rx_par_pre;
    logic [CNT_DW-1:0]clk_counter;
    logic [DATA_CNT_DW-1:0]data_counter;
    always_ff @(posedge clk)begin
        if(rst)begin
            state <= IDLE;
            clk_counter <= 0;
            rx_data_ready <= 0;
            rx_par <= 0;
            data_counter<=0;
            rx_par_pre<=0;
        end
        else begin
            case(state)
                IDLE:begin
                    if(!rx_ser)begin
                        clk_counter <= 0;
                        state <= START;
                    end
                end
                START:begin
                    if((clk_counter==HALF_DIVISOR-1) & rx_ser)begin
                        clk_counter <= 0;
                        state <= IDLE;
                    end
                    else if(clk_counter==CLK_DIVISOR-1)begin
                        clk_counter <= 0;
                        state <= DATA;
                        data_counter<=0;
                    end
                    else clk_counter <= clk_counter +1;
                end
                DATA:begin
                    if(clk_counter==HALF_DIVISOR-1)begin
                        rx_par_pre[data_counter]<=rx_ser;
                        clk_counter <= clk_counter +1;
                    end
                    else if(clk_counter==CLK_DIVISOR-1)begin
                        if(data_counter==DW-1)state<=END;
                        else data_counter<=data_counter+1;
                        clk_counter <= 0;    
                    end
                    else clk_counter <= clk_counter +1;
                end
                END:begin
                    if(clk_counter==CLK_DIVISOR-1)begin
                        clk_counter <= 0;
                        state <= IDLE;
                        rx_par<=rx_par_pre;
                        rx_data_ready<=1; 
                    end
                    else clk_counter <= clk_counter +1;
                end
            endcase
        end
        if(rx_data_ready & rx_akn)rx_data_ready<=0;
    end
endmodule
==> impl_metrics.ini <==
; physical design summary
[status]
run_status = completed

[critical_path]
crit_chain = ha_1, nand4b_1, or4_1, or4_4, a21oi_4, nor3_1
critical_path.endpoint_type = register
critical_path_class = register to register
r2r_start = clk_counter[0]
critPathTopFamily = simple AND/OR/NAND/NOR gates
critical_path_peak_fanout = 10
max_stage_delay_ns = 0.68
number_of_cells_on_the_worst_reg_to_reg_path = 6
worst-endpoint-required_ns = 3.36
worst-r2r-setup-slack_ns = 0.71
worst_setup_path_start_kind = register
critPathBufInv = 0
timing.critical_path.slowest_stage_cell = or4_1
data_arrival_critical_path_ns = 2.65
endpoint_of_the_most_critical_register_to_register_path = clk_counter[11]

[drt]
antenna_violating_nets_post_route = 0
antennaDiodeCount = 0
num_vias = 1643
route.detailed.drc = 0
vias_per_cell = 4.37
finalWirelength_microns = 4150
first_drt_pass_iteration_count = 4
wire_per_inst_microns = 11.0
drt_iter0_drc = 122

[timing]
layout_setup_ws_ns = 0.711
rsz0062_at_grt = no
final_number_of_hold_violating_endpoints = 0
max-slew-margin-rel = 0.524
final_max_slew_viol_count = 0
fin_crit_sh = 0.778
maxClockFrequency_mhz = 402
setup_total_negative_slack_ns = 0
fin_crit_ns = 2.49
final_setup_violation_count = 0
skew_ns = 0.00587
max_slew.worst_pin.slew_ns = 0.712

[global_route]
grt.overflow.total = 0
number_of_global_route_vias_before_repair = 1468
grtUsageTotal = 0.0578
grt_antenna_before_repair = 0
grt_start_max_net_pins = 14
grt_first_pass_wirelength_microns = 7130

[yosys]
ys_types = 46
yosys_register_bits = 38
ys_cells = 232
synth_seq_share = 0.398
ys.flop_type = dfxtp_1
synth-warning-count = 1
ys_area_sq_um = 1910
enable_flop_cells = 0
synthesis.instances = 232
ys_async_sr_fraction = 0
syn-cell-area_sq_um = 1910
synth.avg_cell_area_sq_um = 8.25

[place]
hpwl_microns = 2960
placedInstanceArea_sq_um = 2170
portBuffers = 12
place_ws_ns = 0.737
place_congestion = 0.832
placedCellCount = 368

[min_path]
worst_hold_startpoint = rx_par[3]
worstHoldPathCells = 2
worstHoldPathType = register to register
holdPathEnd = rx_par[3]

[cts]
postCtsResizedCells = 0
worst_skew_pair.late_latency_ns = 0.29
clk_pin_slew_worst_paths_ns = 0.07
cts_post_setup_buffers_inserted = 0
cts_bufs_inserted = 5
clock_tree_from_tritoncts = done
ctsHtreeMaxLevel = 2
cts_root_buf = clkbuf_8
cts_max_path_buffers = 2
cts.sinks = 38
cts.hold.buffers_added = 0

[layout]
fill_cells = 1056
final_area_sq_um = 2260
combGateArea_sq_um = 1060
post_layout_nonfiller_instances = 376
fraction_of_layout_cells_with_a_size_suffix_above_1 = 0.0700
area_growth_syn_to_layout_pct = 18.1
layout_top_cells = nand2_1, dfxtp_1, a21oi_1
layout.area.seq_sq_um = 761

[floorplanning]
die_area_sq_um = 14400
die_h_microns = 120
core_sq_um = 9770
die_w_microns = 120
io_pins = 13
fp-utilization = 0.196
rows = 36

[power_and_ir_drop]
leakagePower_nw = 0.690
report.power.total_mw = 0.868
vdd.ir_drop.worst_v = 0.000141
pwr_density_cell_nw_per_um2 = 384

[flow_run]
cap_viol_max_count = 0
warnings = 28
[state kept, by name (all words and copies together) (netlist names)]
name,cells
rx_par_pre,8
rx_data_ready,1
state,4
clk_counter,14
data_counter,3
rx_par,8
[cell families after synthesis]
kind of cell / Yosys count / synth area share
mux: 6 / 0.0327
flops: 38 / 0.398
fa+ha+maj: 6 / 0.0392
xor+xnor: 8 / 0.0366
compound gates: 45 / 0.154
buf+inv: 21 / 0.0458
simple gates: 108 / 0.294
[area by class of cell]
| cell class | instances | area share |
|---|---|---|
| multi-input combinational | 173 | 0.471 |
| clock inverter | 1 | 0.00221 |
| timing repair buffer | 15 | 0.0631 |
| sequential | 38 | 0.337 |
| tap | 133 | 0.0736 |
| clock buffer | 7 | 0.0382 |
| inverter | 9 | 0.0150 |
[Yosys cell counts, drive strengths merged (3+ instances only)]
| cell type | n | area [sq um] |
|---|---|---|
| nand4 | 8 | 50.1 |
| nand3 | 11 | 55.1 |
| mux2i | 4 | 40.0 |
| nand2 | 38 | 143 |
| xnor2 | 6 | 52.6 |
| o21ai | 9 | 45.0 |
| a21oi | 19 | 106 |
| inv | 9 | 33.8 |
| buf | 3 | 20.0 |
| ha | 6 | 75.1 |
| nor2 | 11 | 41.3 |
| nor2b | 3 | 18.8 |
| dfxtp | 38 | 761 |
| nor4 | 4 | 31.3 |
| a32o | 4 | 40.0 |
| nor3 | 13 | 65.1 |
| or3 | 3 | 18.8 |
| clkbuf | 9 | 33.8 |
[metal layers]
metal	global-route usage	part of all wire	vias up	routed length (microns)
li1	-	-	848	-
met1	0.0879	0.51	759	2110
met2	0.0843	0.44	33	1840
met3	0.0143	0.045	3	187
met4	0.00377	0.0034	0	14
met5	0	0	-	0
[worst reg2reg max path: stages (launching register included)]
cell      delay, ns
dfxtp_1        0.39
ha_1           0.28
nand4b_1       0.11
or4_1          0.68
or4_4          0.57
a21oi_4        0.27
nor3_1         0.08
[power by group]
part / internal, mW / switching, mW / leakage [nW] / total, mW
Sequential: 0.476 / 0.00381 / 0.307 / 0.480
Combinational: 0.0167 / 0.0342 / 0.335 / 0.0510
Clock: 0.174 / 0.163 / 0.0482 / 0.337
Total: 0.667 / 0.201 / 0.690 / 0.868
[through the flow]
step                hold slack, ns   util
floorplan                    0.417      -
global placement             0.440  0.222
detailed placement           0.443  0.222
CTS                          0.454  0.231
global route                 0.472  0.231
finish                       0.449  0.231
[worst max path at each step]
| stage | slack (ns) | start | cells past startpoint | to |
|---|---|---|---|---|
| final | 0.71 | clk_counter[0] | 6 | clk_counter[11] |
| after CTS | 0.72 | clk_counter[0] | 6 | clk_counter[13] |
| after global routing | 0.57 | clk_counter[0] | 6 | rx_par_pre[7] |
No activity file was given, so power comes from the tool's default toggle rates.
