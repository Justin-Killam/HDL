## flow/run.sh

```bash
#!/bin/bash
# OpenROAD 26Q1-2900-gdf79404cd8, Yosys 0.63+post, stock flow scripts
make -C /OpenROAD-flow-scripts/flow DESIGN_CONFIG=/design/flow/config.mk WORK_HOME=/design/flow/orfs finish
```

## flow/config.mk

```make
export PLATFORM = sky130hd
export DESIGN_NAME = Byte2Word
export DESIGN_NICKNAME = Byte2Word
export VERILOG_FILES = /design/flow/design.v
export SDC_FILE = /design/flow/constraint.sdc
export NUM_CORES = 4
export LEC_CHECK = 1
export CORE_UTILIZATION = 50
```

## flow/constraint.sdc

```tcl
current_design Byte2Word

set clk_period 2.9
set clk_io_pct 0.2

create_clock -name clk0 -period $clk_period [get_ports {clk}]

set non_clock_inputs [all_inputs -no_clocks]
set_input_delay [expr $clk_period * $clk_io_pct] -clock clk0 $non_clock_inputs
set_output_delay [expr $clk_period * $clk_io_pct] -clock clk0 [all_outputs]
```

## flow/design.v

```verilog
`timescale 1ns/1ps
module Byte2Word #(parameter BPW=4)
(
input clk,
input rst,
input in_data_ready,
input in_akn,
input [7:0] byte_in,
output logic out_akn,
output logic out_data_ready,
output logic [BPW*8-1:0] word_out
);
    localparam CNT_DW=$clog2(BPW-1);
    logic prev_in_data_rdy;
    logic [CNT_DW-1:0]d_cnt;
    logic [BPW-1:0][7:0]cur_word;
    enum logic {DATA,FINISH}state;
    always_ff @(posedge clk)begin
        if(rst)prev_in_data_rdy<=0;
        else prev_in_data_rdy<=in_data_ready; 
    end
    always_ff @(posedge clk)begin
        if(out_data_ready&in_akn)out_data_ready<=0;
        if(rst)begin
            out_akn<=0;
            word_out<=0;
            cur_word<=0;
            d_cnt<=0;
            state<=DATA;
        end
        case(state)
            DATA:begin
                if(in_data_ready & !prev_in_data_rdy)begin
                    out_akn<=1;
                    cur_word[d_cnt]<=byte_in;
                    if(d_cnt==BPW-1)begin
                        d_cnt<=0;
                        state<=FINISH;
                    end
                    else d_cnt<=d_cnt+1;
                end
                else out_akn<=0;
            end
            FINISH:begin
                out_data_ready<=1;
                word_out<=cur_word;
                state<=DATA;
                out_akn<=0;
            end
        endcase
    end
endmodule
```

==> out/qor.csv <==
stage;metric;value;unit
outcome;outcome;complete, no violations;
cts;Root Buffer;clkbuf_8;
cells_and_area;Layout area overhead;28.2;%
synth;Post-synth area hogs;edfxtp_1 (39%), dfxtp_1 (31%), a22o_1 (8.5%);
floorplanning;initial core utilization;0.523;
cells_and_area;post-route insts no fill;294;
final_timing;final setup fails;0;
cts;clock buffer count from CTS;9;
worst_setup_path;R2R setup slack;0.69;ns
grt;Total GRT Usage;0.186;
grt;antenna violations before repair;0;
synth;synth unique cells;22;
worst_setup_path;CP max stage delay;0.58;ns
floorplanning;area of the die;5260;um^2
floorplanning;Die Y-Extent;72.5;um
final_timing;Setup Skew;0.00427;ns
placement;detailed placer's ending HPWL;2970;um
synth;Synth area leader;edfxtp_1;
floorplanning;row cnt;25;
worst_hold_path;worst hold start;out_data_ready;
floorplanning;Core Region;4750;um^2
placement;Port Buf Inserts;45;
synth;Avg Inst Size Synth;14.9;um^2
worst_setup_path;crit-path max FO;8;
cells_and_area;ratio of cells with drive above 1 in the final layout;0.119;
detailed_routing;drt wl/cell;14.5;um
job;OpenROAD warning count;30;
pwr;VDD IR-drop max;399;uV
cts;Latency at later pin;0.32;ns
worst_setup_path;CP Capture Type;flop;
synth;Mapped Cells;167;
cts;cts hold-fix bufs;0;
grt;first-pass GRT wire length;7040;um
grt;number of global-route vias before repair;1450;
worst_setup_path;CP Data Arrival Time;2.48;ns
cts;CTS tree;yes;
synth;Yosys Instances;167;
floorplanning;Die W;72.5;um
worst_setup_path;nature of the critical path startpoint;flop;
pwr;leak pwr;1.21;nW
final_timing;WHS;0.462;ns
detailed_routing;via count;1503;
detailed_routing;DR vias/cell;5.11;
detailed_routing;DRT iter0 DRCs;73;
worst_hold_path;Hold Path Cell Cnt;1;
synth;sequential area share after synthesis;0.693;
detailed_routing;number of diodes;0;
final_timing;Rel. slew slack;0.472;
worst_setup_path;CP Cell Sequence;inv_1 > ha_1 > or4b_4 > nor4_4 > a22o_2;
detailed_routing;DR DRC count;0;
final_timing;fmax;0.452;GHz
cts;Reg clk slew, reported paths;0.06;ns
detailed_routing;drt total wl;4260;um
synth;chip area in the Yosys report;2480;um^2
final_timing;Tmin final;2.21;ns
final_timing;fin crit share;0.762;
pwr;Power Dens Cells;619;nW/um^2
detailed_routing;ANT nets after route;0;
placement;gpl congestion;0.841;
cts;CTS resizes;0;
worst_setup_path;RR Endpoint;cur_word[8];
worst_hold_path;Hold EP;out_data_ready;
placement;Placed Instances;278;
synth;Synth flops;70;
cts;Clock Path Buffers;2;
cells_and_area;most frequent cells in the layout;clkdlybuf4s50_1 (45), dfxtp_1 (38), and2_1 (33);
cts;CTS H-Tree Depth;3;
job;# Max-Cap Violations;0;
worst_setup_path;WP data required;3.17;ns
worst_setup_path;Reg2Reg Depth;5;
worst_setup_path;worst r2r src;d_cnt[0];
cells_and_area;most numerous logic cell after layout;clkdlybuf4s50_1;
grt;largest net degree at the start of global routing;38;
final_timing;Final Slew Violations;0;
cts;Post-CTS Setup Inserts;0;
cts;CTS sink count;70;
synth;Area leader share;0.387;
worst_setup_path;CP max stage cell;or4b_4;
final_timing;RSZ-0062 raised after global routing;no;
worst_setup_path;critical path type;reg2reg;
final_timing;sum of negative setup slack;0;ns
final_timing;Worst-Margin Slew;0.792;ns
floorplanning;Ports;46;
grt;gr ovfl total;0;
synth;Synth Cell Area;2480;um^2
detailed_routing;1st-pass router iterations;4;
worst_hold_path;Hold Crit Class;reg2reg;
synth;Synth warnings;1;
final_timing;final hold violations;0;
[how the worst max path moves through the flow]
stage         from           to  slack, ns  cells past startpoint
4_1_cts   d_cnt[0]  cur_word[8]       0.69                      5
5_1_grt   d_cnt[0]  cur_word[8]       0.55                      5
6_report  d_cnt[0]  cur_word[8]       0.69                      5
[flip-flops by register name, indices dropped and copies added, names as in the netlist]
register / cells
state: 1
cur_word: 32
d_cnt: 2
prev_in_data_rdy: 1
out_data_ready: 1
out_akn: 1
word_out: 32
[kinds of logic after synthesis]
family,share of synthesized area
buffers and inverters,0.0151
and+or+nand+nor,0.133
AOI/OAI and AO/OA,0.134
adders and majority gates,0.0252
DFF,0.693
[per-layer routing]
layer / up-vias / track usage / part of all wire
met1: 724 / 0.319 / 0.48
met2: 39 / 0.267 / 0.45
met5: - / 0 / 0
met3: 8 / 0.0408 / 0.044
met4: 0 / 0.0392 / 0.017
li1: 732 / - / -
[final cells by class]
cell class,count,area (um^2)
sequential,70,1720
fill,346,1570
multi-input combinational,88,726
timing repair buffer,48,485
clock buffer,14,143
tap,67,83.8
inverter,5,18.8
clock inverter,2,8.76
[per-stage QoR]
step | util | power, mW | worst slack, ns | area, um^2
2_1_floorplan | - | 1.27 | 0.931 | 2480
3_3_place_gp | 0.638 | 1.38 | 0.543 | 3040
3_5_place_dp | 0.638 | 1.38 | 0.484 | 3040
4_1_cts | 0.670 | 1.99 | 0.685 | 3190
5_1_grt | 0.670 | 2.06 | 0.553 | 3190
6_report | 0.670 | 1.97 | 0.689 | 3190
[where the power goes]
| group | switching, mW | internal [mW] |
|---|---|---|
| combinational | 0.117 | 0.116 |
| clock | 0.304 | 0.308 |
| sequential | 0.0313 | 1.10 |
[worst max-delay path: cells and delay by family, from the launching register on]
family	cells	cell delay, ns
buffers and inverters	1	0.21
flip-flops	1	0.46
AND-OR/OR-AND	1	0.23
adder cells (fa/ha/maj)	1	0.28
AND/OR/NAND/NOR	2	0.97
[cell usage after synthesis]
| cell type | count |
|---|---|
| or4b_4 | 1 |
| o31ai_1 | 2 |
| or3_1 | 1 |
| a21o_1 | 1 |
| nand4bb_1 | 1 |
| or3b_2 | 1 |
| or2_2 | 1 |
| buf_4 | 1 |
| ha_1 | 5 |
| a21oi_1 | 4 |
| nor2_1 | 1 |
| nand2_1 | 1 |
| a22o_2 | 8 |
| nor4_4 | 3 |
| inv_1 | 4 |
| edfxtp_1 | 32 |
| clkbuf_1 | 3 |
| dfxtp_1 | 38 |
| nor2b_1 | 1 |
| and2_1 | 33 |
| a22o_1 | 24 |
| clkinv_1 | 1 |
Power figures rest on the tool's default switching activity, not on a simulated workload.
