==> ./design.v <==
module Uart_Tx #(
        parameter DW=8,
        parameter SYS_FREQ=100000000,
        parameter BAUD_FREQ=9600
    )(
        input clk,
        input rst,
        input [DW-1:0]tx_par,
        input tx_start,
        output logic tx_akn,
        output logic tx_ser
    );
	typedef enum logic[1:0] {IDLE,START,DATA,END} t_state;
    localparam CLK_DIVISOR = SYS_FREQ/BAUD_FREQ;
    localparam CNT_DW = $clog2(CLK_DIVISOR-1);
    localparam DATA_CNT_DW = $clog2(DW-1);
	t_state state;
    logic [DW-1:0]tx_par_cur;
    logic [CNT_DW-1:0]clk_counter;
    logic [DATA_CNT_DW-1:0]data_counter;
    always_ff @(posedge clk)begin
        if(rst)begin
            state <= IDLE;
            clk_counter <= 0;
            tx_akn <= 0;
            tx_ser <= 1;
            data_counter<=DW-1;
        end
        else begin
            case(state)
                IDLE:begin
                    if(tx_start)begin
                        state <= START;
                        clk_counter <= 0;
                        tx_ser <= 0;
                        tx_akn <= 1;
                        tx_par_cur<=tx_par;
                    end
                end
                START:begin
                    if(clk_counter==CLK_DIVISOR-1)begin
                        state<=DATA;
                        clk_counter<=0;
                        data_counter<=DW-1;
                        tx_ser<=tx_par_cur[0];
                        tx_par_cur<=tx_par_cur>>1;                         
                    end
                    else begin
                        clk_counter<=clk_counter+1;
                        tx_ser<=0;
                        tx_akn<=0;
                    end
                end
                DATA:begin
                    if(clk_counter==CLK_DIVISOR-1)begin
                        clk_counter<=0;
                        if(data_counter==0)begin
                            state<=END;
                            tx_ser<=1;
                        end
                        else begin
                            tx_ser<=tx_par_cur[0]; 
                            tx_par_cur<=tx_par_cur>>1;
                            data_counter<=data_counter-1;  
                        end                      
                    end
                    else clk_counter<=clk_counter+1;
                end
                END:begin
                    if(clk_counter==CLK_DIVISOR-1)begin
                        state<=IDLE;
                        clk_counter<=0;
                        tx_ser<=1; 
                    end
                    else clk_counter<=clk_counter+1;
                end
            endcase
        end
    end
endmodule
==> ./run.sh <==
#!/bin/bash
# OpenROAD 26Q1-2900-gdf79404cd8, Yosys 0.63+post, stock flow scripts
make -C /OpenROAD-flow-scripts/flow DESIGN_CONFIG=/design/flow/config.mk WORK_HOME=/design/flow/orfs finish
==> ./config.mk <==
export PLATFORM = sky130hd
export DESIGN_NAME = Uart_Tx
export DESIGN_NICKNAME = Uart_Tx
export VERILOG_FILES = /design/flow/design.v
export SDC_FILE = /design/flow/constraint.sdc
export NUM_CORES = 4
export LEC_CHECK = 1
export CORE_AREA = 10 10 112 112
export DIE_AREA = 0 0 122 122
==> ./constraint.sdc <==
current_design Uart_Tx

set clk_period 2.8
set clk_io_pct 0.2

create_clock -name clk0 -period $clk_period [get_ports {clk}]

set non_clock_inputs [all_inputs -no_clocks]
set_input_delay [expr $clk_period * $clk_io_pct] -clock clk0 $non_clock_inputs
set_output_delay [expr $clk_period * $clk_io_pct] -clock clk0 [all_outputs]
==> flow_metrics.py <==
# Synthesis and PnR figures
metrics = {
    "worst_setup_path": {
        "startpoint_type": "input pin",
        "cp_common_cell": "or4_1",
        "endpoint_kind": "flip-flop",
        "crit_path_top_delay_cell": "or4_1",
        "path_max_fanout": 7,
        "cp_data_arrival_time_ns": 2.55,
        "path_class": "input pin to flip-flop",
        "cp.required_ns": 3.00,
        "crit_chain": "clkdlybuf4s50_1, nor2b_1, or4_1, or4_1, a211oi_1",
        "cp_slowest_stage_delay_ns": 0.65,
    },
    "yosys": {
        "yosysTopAreaCellShare_pct": 29.3,
        "yosys_most_used_dff": "dfxtp_1",
        "ys_chip_area_um2": 1570,
        "syn_inst": 163,
        "common_cells": "23 x dfxtp_1, 10 x o21ai_0",
        "yosys_warnings": 1,
        "ys_seq_share_pct": 44.7,
        "syn_area_um2": 1570,
        "synthMostInstantiatedCell": "dfxtp_1",
        "yosysTopAreaCell": "dfxtp_1",
        "syn_area_per_cell_um2": 9.63,
        "synthTopCellsByArea": "dfxtp_1 29%, edfxtp_1 15%, mux2_2 5.7%, a211oi_1 3.8%, o21ai_0 3.2%",
        "edf_count": 8,
        "ys_ff": 31,
        "ys_cells": 163,
        "synthArstFlopShare_pct": 0,
        "synth_cell_type_count": 45,
    },
    "die": {
        "pin_count": 13,
        "chipArea_um2": 14900,
        "die_h_um": 122,
        "fp-row-count": 37,
        "fp_util_pct": 15.3,
        "dieWidth_um": 122,
        "core_um2": 10200,
    },
    "placed_design": {
        "port_buffers": 12,
        "routabilityCongestion": 0.816,
        "placed_area_um2": 1860,
        "detailed_place_hpwl_um": 2360,
    },
    "drt": {
        "avgViaCountPerCell": 4.10,
        "vias": 1286,
        "drtAntennaViolNets": 0,
        "wire_per_inst_um": 10.7,
        "num_antenna_cells": 0,
        "first_pass_iters": 4,
        "drt_iter0_markers": 81,
        "routed_wl_um": 3370,
        "drc": 0,
    },
    "global_route": {
        "grt_max_degree": 23,
        "grt_pass1_wl_um": 5700,
        "grt-ovfl-total": 0,
        "grt_usage_pct": 4.61,
        "antenna_found_initial": 0,
        "grt_pass1_vias": 1183,
    },
    "power": {
        "p_per_area_nw_per_um2": 475,
        "power_leakage_nw": 0.591,
        "ir_drop_uv": 246,
    },
    "timing": {
        "fin_crit_ns": 2.34,
        "hold_viol_final": 0,
        "relSlewSlack_pct": 50.4,
        "setup_tns_ns": 0,
        "whs_ns": 0.492,
        "worst_slew_pin_slew_ns": 0.737,
        "finalClockPeriodUsage_pct": 83.7,
        "setup_viol": 0,
        "rsz0062_at_grt": "no",
        "drv_slew": 0,
        "skew_ns": 0.0101,
        "fmax_mhz": 427,
    },
    "cts": {
        "cts_num_sinks": 31,
        "clock-root-buffer": "clkbuf_8",
        "hold_buffers": 0,
        "cts_tree": "built",
        "cts_made_buffers": 5,
        "cts_resized": 0,
        "clk_latency_ns": 0.28,
        "htree_levels": 2,
        "cts_setup_buffers": 0,
        "clk_pin_slew_worst_paths_ns": 0.07,
        "clock_path_buffers": 2,
    },
    "job": {
        "log.warning_count": 26,
        "cap_violations": 0,
    },
    "run_status": {
        "status": "completed",
    },
    "final_layout": {
        "area_growth_pct": 23.7,
        "post-route-util_pct": 19.0,
        "drive_gt1_share_pct": 13.5,
        "stdcell_area_um2": 1940,
    },
    "hold_path": {
        "min_path_type": "flip-flop to flip-flop",
    },
}
state kept, by name (all words and copies together), names as in the netlist:
name          flops
clk_counter      14
data_counter      3
state             4
tx_akn            1
tx_par_cur        8
tx_ser            1
critical path: cells and delay by family:
family	cells	cell delay, ns
compound gates	1	0.22
simple gates	3	1.25
buf+inv	1	0.51
worst paths after layout:
kind                     endpoint  slack, ns  depth (start not counted)             from
setup / recovery  clk_counter[13]       0.46                          5         tx_start
hold / removal    clk_counter[13]       0.49                          2  clk_counter[13]
setup reg to reg  clk_counter[13]       0.66                          4         state[2]
hold reg to reg   clk_counter[13]       0.49                          2  clk_counter[13]
area by class of cell:
class                           instances  area, um^2
Fill cell                            1107        8290
Multi-Input combinational cell        118         812
Clock inverter                          2        12.5
Inverter                                4        15.0
Tap cell                              136         170
Sequential cell                        31         701
Timing Repair Buffer                   17         158
Clock buffer                            6        72.6
metrics by stage:
stage                     std cells  total power, mW  setup WS, ns
after floorplan                 163            0.546         0.806
after global placement          306            0.588         0.163
after detailed placement        306            0.588         0.160
after CTS                       314            0.935         0.456
after global routing            314            0.971         0.369
final                           314            0.922         0.456
power by group:
group | internal, mW | switching (mW) | leakage [nW] | total [mW]
logic | 0.0484 | 0.0431 | 0.289 | 0.0915
registers | 0.476 | 0.00983 | 0.261 | 0.486
clock network | 0.174 | 0.171 | 0.0412 | 0.345
total | 0.698 | 0.224 | 0.591 | 0.922
kinds of logic (layout without fill, tap and decap cells):
family          count (synthesis)  after routing  synth area share [%]
buf+inv                        14             29                  3.59
simple gates                   64             64                  24.7
compound gates                 38             38                  16.1
mux                             8              8                  5.74
fa+ha+maj                       3              3                  2.39
flops                          31             31                  44.7
xor+xnor                        5              5                  2.79
cell usage in the layout, fill, tap and decap left out, types with 2 or more instances in the layout:
cell / count
nand2_1: 8
or3_1: 4
or2_2: 3
clkdlybuf4s50_1: 12
nor4b_1: 2
nor2b_1: 3
edfxtp_1: 8
nand4b_1: 2
nand4_1: 4
a31oi_1: 2
a211oi_1: 8
or4_1: 5
nor3_1: 8
nand3_1: 5
nor4_1: 3
a21oi_1: 5
o21ai_0: 10
inv_1: 4
dfxtp_1: 23
xnor2_1: 4
ha_1: 3
o31ai_1: 4
nor2_1: 7
mux2_2: 8
buf_4: 5
clkbuf_8: 5
layer usage:
layer | up-vias | part of all wire, % | GRT usage (%)
li1 | 651 | - | -
met1 | 618 | 50 | 6.16
met2 | 15 | 45 | 7.40
met3 | 2 | 4.9 | 1.55
met4 | 0 | 0.39 | 0.373
met5 | - | 0 | 0
Power and IR drop assume default switching activity.
